**flow/design.v**
```verilog
`timescale 1ns/1ns
module freq_div3(
	input			clk_in,
	input			reset,
	output logic	clk_out
);
	logic			clk1_out, clk2_out, next_clk1_out, next_clk2_out;
	logic[1:0]		pos_count = 2'd0, neg_count = 2'd0;
	logic[1:0] 		next_pos_count, next_neg_count;
	always@(pos_count)begin
		next_pos_count	= (pos_count == 2'd2) ? 2'd0 : pos_count + 2'd1;
		next_clk1_out	= (pos_count == 2'd0) ? 1'b1 : 1'b0;
	end
	always@(neg_count)begin
		next_neg_count	= (neg_count == 2'd2) ? 2'd0 : neg_count + 2'd1;
		next_clk2_out 	= (neg_count == 2'd0) ? 1'b1 : 1'b0;
	end
	always@(pos_count or neg_count)begin
		clk_out = clk1_out || clk2_out;
	end
	always@(posedge clk_in)begin
		if(reset)begin
			pos_count	<= 2'd0;
			clk1_out	<= 1'b0;
		end
		else begin
			pos_count	<= next_pos_count;
			clk1_out	<= next_clk1_out;
		end
	end
	always@(negedge clk_in)begin
		if(reset)begin
			neg_count	<= 2'd0;
			clk2_out	<= 1'b0;
		end
		else begin
			neg_count 	<= next_neg_count;
			clk2_out	<= next_clk2_out;
		end
	end 
endmodule
```
**flow/config.mk**
```make
export PLATFORM = sky130hd
export DESIGN_NAME = freq_div3
export DESIGN_NICKNAME = freq_div3
export VERILOG_FILES = /design/flow/design.v
export SDC_FILE = /design/flow/constraint.sdc
export NUM_CORES = 4
export LEC_CHECK = 1
export CORE_AREA = 10 10 70 70
export DIE_AREA = 0 0 80 80
```
**flow/run.sh**
```bash
#!/bin/bash
# OpenROAD 26Q1-2900-gdf79404cd8, Yosys 0.63+post, stock flow scripts
make -C /OpenROAD-flow-scripts/flow DESIGN_CONFIG=/design/flow/config.mk WORK_HOME=/design/flow/orfs finish
```
**flow/constraint.sdc**
```tcl
current_design freq_div3

set clk_period 1.0
set clk_io_pct 0.2

create_clock -name clk0 -period $clk_period [get_ports {clk_in}]

set non_clock_inputs [all_inputs -no_clocks]
set_input_delay [expr $clk_period * $clk_io_pct] -clock clk0 $non_clock_inputs
set_output_delay [expr $clk_period * $clk_io_pct] -clock clk0 [all_outputs]
```
==> flow_summary.ini <==
; generated from flow reports
[run_status]
status = finished with violations
violations = negative setup slack

[floorplan]
rows = 21
die_area_um2 = 6400
die_h_um = 80
fp_util = 0.0681
core_um2 = 3420
chipWidth_um = 80
num_io_pins = 3

[detailed_routing]
first_pass_iters = 1
via_count = 162
drt_iter0_drc = 0
drc = 0
antenna_left = 0
wire_per_inst_um = 4.60
wl_um = 354
diodes = 0
avgViaCountPerCell = 2.10

[power_and_ir_drop]
switching_share = 0.261
clockPowerShare = 0.397
powerDensity_nw_per_um2 = 2020
p_seq_frac = 0.422
switching_power_w = 0.000189
leakage_nw = 0.153
intPower_w = 0.000538
p_comb_frac = 0.181
ir_drop_mv = 0.401

[synthesis]
synth.mux.area_fraction = 0
yosysSeqAreaShare = 0.516
yosys.cell_types.count = 7
yosysMostFrequentCell = dfxtp_1
post_synth_ao_oa_area_fraction = 0
ys_area_um2 = 233
synth-async-reset-ratio = 0
ys_sh_simple = 0.188
top_logic_kind = adder cells
netlist_instances = 22
synthTopCellsByCount = 6 x dfxtp_1, 5 x inv_1, 4 x ha_1
ys_sh_xor = 0
top_area_cell = dfxtp_1
avgSynthCellArea_um2 = 10.6
ys_ff = 6
top_area_frac = 0.516
yosys_cells = 22
ys.flop_type = dfxtp_1
ys_warn_count = 1
synth-adder-area-share = 0.215
synth-edff-count = 0
synthTopCellsByArea = dfxtp_1 52%, ha_1 22%, inv_1 8.1%, nor3b_1 6.5%, nor2b_1 5.4%
synth_area_um2 = 233

[clock_tree]
cts_buffer_depth = 2
clkTransAtPathRegs_ns = 0.05
tritoncts = yes
htree_levels = 1
ctsHoldBuffers = 0
cts.sinks = 6
clk_latency_ns = 0.30
post_cts_buffers = 0
cts_root_buf = clkbuf_4
cts-buffers-inserted = 3

[setup_path]
critPathKind = reg2out
startpoint_type = flip-flop
cp.required_ns = 0.80
worstPathArrival_ns = 1.41
critPathMaxFanout = 1
endpoint_kind = output pin
r2r_slack_ns = 0.06

[final_timing]
drv_slew = 0
rsz0062_at_grt = true
clock_skew_ns = 0.00331
timing.final.hold_violations = 0
finalSetupViolCount = 1
worst_pin_slew_ns = 0.146
hold_ws_ns = 0.412
layout_setup_ws_ns = -0.606
relSlewSlack = 0.902

[finish]
regArea_um2 = 120
syn2layout_area_growth_pct = 54.3
drive_gt1_frac = 0.226
logic_area_um2 = 101
num-fill-cells = 396
stdcell_area_um2 = 359
final_cells = 77

[global_routing]
first_global_vias = 157
antenna_found_initial = 0
grt_overflow = 0
grt_usage = 0.0120
grt_max_degree = 5
grt_first_pass_wirelength_um = 607

[place]
dp_hpwl_um = 269
placed_area_um2 = 320
gp_congestion = 0.678
dp_cells = 71
io_buffers = 2
dpl_worst_slack_ns = -0.595

[run]
warnings = 33
cap_violations = 0

[min_path]
hp-class = reg2reg
## what timing repair did
item	4_1_cts	5_1_grt
gates resized	5	1
setup endpoints to repair	4	1
cloned	0	0
## worst max-delay path: stages (launching register included)
cell and delay [ns]:
dfxtp_1 0.29, or2_4 0.22, buf_6 0.10
## layout make-up
| class | instances | area share |
|---|---|---|
| inverter | 4 | 0.0418 |
| sequential | 6 | 0.334 |
| clock buffer | 4 | 0.0732 |
| tap | 46 | 0.160 |
| timing repair buffer | 3 | 0.0767 |
| multi-input combinational | 11 | 0.282 |
| clock inverter | 3 | 0.0314 |
## sequential cells by signal (all words and copies together), names as in the netlist
register / count
clk1_out: 1
clk2_out: 1
neg_count: 2
pos_count: 2
## worst paths after layout
path                            cells after the start                 endpoint               startpoint
worst max-delay path                                2                  clk_out      clk2_out$_SDFF_NP0_
worst max register to register                      3  neg_count[1]$_SDFF_NP0_  neg_count[0]$_SDFF_NP0_
worst min-delay path                                1  pos_count[0]$_SDFF_PP0_  pos_count[0]$_SDFF_PP0_
worst min register to register                      1  pos_count[0]$_SDFF_PP0_  pos_count[0]$_SDFF_PP0_
## layout by cell type, fill, tap and decap left out
cell type      netlist  routed
inv_1                5       7
dfxtp_1              6       6
ha_1                 4       4
clkbuf_4             0       3
nor3_1               2       2
nor2b_1              2       2
nor3b_2              0       1
or2_4                0       1
nor3b_1              2       1
clkbuf_1             0       1
dlygate4sd2_1        0       1
buf_6                0       1
buf_4                0       1
## cell families after synthesis
kind of cell,Yosys count
adders and majority gates,4
DFF,6
buffers and inverters,5
and+or+nand+nor,7
## stage by stage
stage / power, W / setup TNS, ns / util
finish: 0.000727 / -0.606 / 0.105
global route: 0.000796 / -0.636 / 0.105
CTS: 0.000725 / -0.612 / 0.103
detailed placement: 0.000461 / -2.12 / 0.0938
global placement: 0.000451 / -2.09 / 0.0938
floorplan: 0.000413 / -0.171 / -
## power groups by stage
| stage | Clock [W] | Sequential (W) | Combinational, W |
|---|---|---|---|
| 6_report | 0.000288 | 0.000307 | 0.000132 |
| 4_1_cts | 0.000297 | 0.000307 | 0.000122 |
| 5_1_grt | 0.000334 | 0.000310 | 0.000152 |
## layer usage
layer / GRT usage / wire length, um / vias to the layer above
met3: 0.0170 / 58 / 0
met4: 0.00352 / 0 / 0
li1: - / - / 86
met5: 0 / 0 / -
met2: 0.0136 / 123 / 6
met1: 0.0120 / 172 / 70
Power is estimated from default activity; no workload was simulated.
