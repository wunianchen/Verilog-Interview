File: design/flow/design.v
`timescale 1ns/1ns
typedef enum logic {READ, WRITE} COMMAND;
module CAM #(parameter SIZE=8)(
	input 							clock, reset,
	input 							enable,
	input COMMAND 					command,
	input[31:0]						data,
	input[$clog2(SIZE)-1:0]			write_idx,
	output logic[$clog2(SIZE)-1:0]	read_idx,
	output logic					hit
);
	logic[SIZE-1:0][31:0]			mem;	
	logic[SIZE-1:0]					mem_valid, next_mem_valid;
	logic[$clog2(SIZE)-1:0]			next_read_idx;
	logic							next_hit;
	always@* begin
		next_mem_valid	= mem_valid;
		next_hit 		= 0;
		next_read_idx	= 0;
		if(enable && command == WRITE & write_idx <= SIZE-1)begin
			next_mem_valid[write_idx] = 1;
		end
		else if(enable && command == READ)begin
			for(int i = SIZE - 1; i >= 0; i--)begin
				if(mem[i] == data && mem_valid[i])begin
					next_hit		= 1;
					next_read_idx	= i;
				end
			end
		end
	end
	always@(posedge clock)begin
		if(reset)begin
			read_idx	<= 0;
			hit			<= 0;
			mem_valid	<= 0;
		end
		else begin
			read_idx	<= next_read_idx;
			hit			<= next_hit;
			mem_valid	<= next_mem_valid;
			if(enable && command == WRITE & write_idx <= SIZE-1)begin
				mem[write_idx] <= data;
			end
		end
	end
endmodule
File: design/flow/run.sh
#!/bin/bash
# OpenROAD 26Q1-2900-gdf79404cd8, Yosys 0.63+post, stock flow scripts
make -C /OpenROAD-flow-scripts/flow DESIGN_CONFIG=/design/flow/config.mk WORK_HOME=/design/flow/orfs finish
File: design/flow/config.mk
export PLATFORM = sky130hd
export DESIGN_NAME = CAM
export DESIGN_NICKNAME = CAM
export VERILOG_FILES = /design/flow/design.v
export SDC_FILE = /design/flow/constraint.sdc
export NUM_CORES = 4
export LEC_CHECK = 1
export CORE_UTILIZATION = 30
File: design/flow/constraint.sdc
current_design CAM

set clk_period 18.8
set clk_io_pct 0.2

create_clock -name clk0 -period $clk_period [get_ports {clock}]

set non_clock_inputs [all_inputs -no_clocks]
set_input_delay [expr $clk_period * $clk_io_pct] -clock clk0 $non_clock_inputs
set_output_delay [expr $clk_period * $clk_io_pct] -clock clk0 [all_outputs]
==> GITHUB_STEP_SUMMARY <==
## Synthesis and layout report

| Metric | Value |
|---|---|
| Vias after detailed routing | `9,605` |
| Non-Filler Cell Area, Final | `16,100 µm²` |
| Top-level port count | `43` |
| CTS Buf Count | `29` |
| CP max FO | `63` |
| Chip Area, Yosys | `14,200 µm²` |
| Critical Path End Type | `flop` |
| Instance tally after logic synthesis | `1,096` |
| CTS tree | `yes` |
| Post-synth EDFFs | `256` |
| Share of layout cells above drive strength 1 | `0.0969` |
| Die Y | `220 µm` |
| Initial antenna violation count | `1` |
| CTS root buf | `clkbuf_16` |
| Crit path kind | `input port to flop` |
| Post_cts resized | `0` |
| # Cells Yosys | `1,096` |
| Final hold viol count | `0` |
| Worst relative slew slack | `0.416` |
| Core area | `46,700 µm²` |
| HP Class | `flop to flop` |
| Pwr/cell area | `89.3 nW/µm²` |
| Worst EP arrival | `7240 ps` |
| Cell Type Count | `40` |
| Ys Warns | `1` |
| Post-CTS Hold Fix Bufs | `0` |
| Gpl congestion | `0.991` |
| Iter 0 DRT Violations | `895` |
| P&R area growth vs syn | `13.1%` |
| Endpoints failing setup | `0` |
| Startpoint Class | `input port` |
| Drt wl/cell | `26.7 µm` |
| Maximum buffer depth of the clock tree | `3` |
| Die Size | `48,300 µm²` |
| RSZ-0062 raised after global routing | `no` |
| Initial Utilization | `0.305` |
| Placed cell area | `15,200 µm²` |
| Setup_tns | `0 ps` |
| FP Rows | `79` |
| Clock slew at reported path FFs | `60 ps` |
| VDD IR-drop max | `0.0667 mV` |
| Max-Cap Viols | `0` |
| Flops after synth | `268` |
| Fill cell count | `4,438` |
| Cycle use final | `0.376` |
| Detail Route Antenna Nets | `0` |
| Ys flop type | `edfxtp_1` |
| Clock Skew | `15.0 ps` |
| Buffers on Ports | `42` |
| Vias in the first global route | `9,557` |
| Synthesized cell area | `14,200 µm²` |
| P_leak | `5.50 nW` |
| Final wirelength | `46,000 µm` |
| Pre-antenna DRT Iters | `21` |
| Total grt overflow | `0` |
| Largest net degree at the start of global routing | `64` |
| Avg Cell Area, Syn | `13.0 µm²` |
| Via-to-Cell Ratio | `5.58` |
| Die W | `220 µm` |
| First-pass GRT wire length | `66,700 µm` |
| Final hold slack | `494 ps` |
| Total track usage | `0.201` |
| Tmin final | `7070 ps` |
| Detailed placement HPWL | `28,900 µm` |
| Status | `complete, no violations` |
| DRC violations left | `0` |
| Count of tool warnings | `28` |
| Post-synth ARST share | `0` |
| Num Clock Sinks | `268` |
| CP Data Required Time | `18,970 ps` |
| Worst-Skew Late Latency | `550 ps` |
| H-tree levels | `1` |
| Max-slew violation total from the final report | `0` |
| Post-synth seq share | `0.557` |
| Least-Margin Pin Slew | `873 ps` |
| Postcts setup bufs | `0` |
| Peak Freq | `141 MHz` |
==> path summary, 6_finish.rpt <==
| check | from | endpoint | slack [ps] | cells past startpoint |
|---|---|---|---|---|
| setup / recovery | write_idx[0] | mem[195] | 11730 | 6 |
| hold / removal | mem_valid[6] | mem_valid[6] | 490 | 2 |
| setup reg to reg | mem[74] | hit | 15960 | 8 |
| hold reg to reg | mem_valid[6] | mem_valid[6] | 490 | 2 |
==> layout by cell type, fill, tap and decap left out, types with 3 or more instances in the layout <==
cell type	Yosys	routed
edfxtp_1	256	256
xor2_1	55	55
clkinv_1	0	6
a31oi_1	3	3
or4_4	3	3
nor3_1	6	5
clkbuf_16	0	29
nand4_1	49	49
bufinv_16	0	3
nor2_1	12	10
a22o_1	255	255
ha_1	6	6
and2_1	32	32
buf_4	4	46
a21oi_1	7	7
clkinv_2	0	9
nand2_1	11	11
nor4_1	21	21
inv_1	7	7
clkdlybuf4s50_1	0	42
nor2_2	1	3
xnor2_1	200	200
nand3_1	13	13
and3_1	4	4
dfxtp_1	12	12
==> power by group <==
part           total [mW]  switching, mW  leakage (nW)  internal [mW]
Sequential          0.688         0.0115          2.45          0.677
Combinational       0.186          0.117          2.59         0.0694
Clock               0.563          0.241         0.455          0.321
==> cells in the mapped netlist (all sizes together), types with 11 or more instances <==
cell / number / area [µm²]
xor2: 55 / 482
a22o: 256 / 2240
dfxtp: 12 / 240
nand2: 11 / 41.3
nand3: 14 / 75.1
nor4: 21 / 131
xnor2: 201 / 1770
clkbuf: 89 / 334
and2: 33 / 208
buf: 33 / 287
nand4: 49 / 307
nor2: 13 / 51.3
edfxtp: 256 / 7690
==> stage by stage <==
step	utilization	total power [mW]	setup slack, ps	instances
floorplan	-	0.827	2350	1096
global placement	0.325	0.882	11280	1669
detailed placement	0.325	0.884	11280	1669
CTS	0.345	1.44	11820	1721
global route	0.345	1.48	11600	1721
finish	0.345	1.44	11730	1722
==> kinds of logic after synthesis <==
kind of cell / synth area share
buffers and inverters: 0.0454
adder cells (fa/ha/maj): 0.00527
AND/OR/NAND/NOR: 0.0699
AND-OR/OR-AND: 0.165
flip-flops: 0.557
XOR/XNOR: 0.158
==> layer usage <==
metal  global-route usage  wire length, µm
met1                0.273            17900
met2                0.282            20000
met3                0.114             6560
met4               0.0543             1480
met5               0.0146               89
==> sequential cells by signal, indices dropped and copies added, names as in the netlist <==
signal	flops
mem_valid	8
hit	1
mem	256
read_idx	3
==> area by class of cell <==
type                       instances  area, µm²  share of cell area
antenna                            1       2.50            0.000155
clock buffer                      31        733              0.0456
clock inverter                    21        183              0.0113
inverter                           7       26.3             0.00163
multi-input combinational        699       5700               0.354
sequential                       268       7930               0.493
tap                              607        759              0.0472
timing repair buffer              88        766              0.0476
==> worst max-delay path, stage by stage <==
cell	delay (ps)
clkdlybuf4s50_1	670
ha_1	250
o311a_1	340
nor2b_4	760
buf_4	600
buf_4	730
No activity file was given, so power comes from the tool's default toggle rates.
