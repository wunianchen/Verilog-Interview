### design/flow/run.sh
#!/bin/bash
# OpenROAD 26Q1-2900-gdf79404cd8, Yosys 0.63+post, stock flow scripts
make -C /OpenROAD-flow-scripts/flow DESIGN_CONFIG=/design/flow/config.mk WORK_HOME=/design/flow/orfs finish
### design/flow/config.mk
export PLATFORM = sky130hd
export DESIGN_NAME = freq_div_odd
export DESIGN_NICKNAME = freq_div_odd
export VERILOG_FILES = /design/flow/design.v
export SDC_FILE = /design/flow/constraint.sdc
export NUM_CORES = 4
export LEC_CHECK = 1
export CORE_AREA = 10 10 76 76
export DIE_AREA = 0 0 86 86
### design/flow/constraint.sdc
current_design freq_div_odd

set clk_period 2.0
set clk_io_pct 0.2

create_clock -name clk0 -period $clk_period [get_ports {clk_in}]

set non_clock_inputs [all_inputs -no_clocks]
set_input_delay [expr $clk_period * $clk_io_pct] -clock clk0 $non_clock_inputs
set_output_delay [expr $clk_period * $clk_io_pct] -clock clk0 [all_outputs]
### design/flow/design.v
`timescale 1ns/1ns
module freq_div_odd(
	input			clk_in,
	input			reset,
	output logic	clk_out
);
	parameter N = 9;
	logic					clk1_out, clk2_out, next_clk1_out, next_clk2_out;
	logic[$clog2(N)+1:0]	pos_count, neg_count, next_pos_count, next_neg_count;
	always@(pos_count)begin
		next_pos_count	= (pos_count == (N-1)) ? 0 : pos_count + 1;
		if(pos_count == (N-1))begin
			next_clk1_out = 1;
		end
		else if(pos_count == (N-1)/2 - 1)begin
			next_clk1_out = 0;
		end
	end
	always@(neg_count)begin
		next_neg_count	= (neg_count == (N-1)) ? 0 : neg_count + 1;
		if(neg_count == (N-1))begin
			next_clk2_out = 1;
		end
		else if(neg_count == (N-1)/2 - 1)begin
			next_clk2_out = 0;
		end
	end
	always@(pos_count or neg_count)begin
		clk_out = clk1_out || clk2_out;
	end
	always@(posedge clk_in)begin
		if(reset)begin
			clk1_out	<= 1'b0;
			pos_count	<= 0;
		end
		else begin
			pos_count	<= next_pos_count;
			clk1_out	<= next_clk1_out;
		end
	end
	always@(negedge clk_in)begin
		if(reset)begin
			clk2_out	<= 1'b0;
			neg_count	<= 0;
		end
		else begin
			neg_count	<= next_neg_count;
			clk2_out	<= next_clk2_out;
		end
	end
endmodule
==> impl_metrics.py <==
# Metrics from the implementation run
metrics = {
    "run_status": {
        "status": "finished with violations",
        "violations": "negative setup slack",
    },
    "place": {
        "dp_hpwl_um": 752,
        "io_buffers": 2,
        "place_ws_ps": -375,
        "post-place-cells": 123,
        "gp_congestion": 0.715,
        "dpl_cell_area_um2": 731,
    },
    "synth": {
        "yosys_area_um2": 641,
        "synth-async-reset-ratio_pct": 0,
        "top_area_cell": "dfxtp_1",
        "ys_cells": 70,
        "netlist_area_um2": 641,
        "top_area_share_pct": 43.7,
        "syn_inst": 70,
        "top_cell": "dfxtp_1",
        "edf_count": 0,
        "yosys_warnings": 1,
        "syn-mean-instance-area_um2": 9.15,
        "ff_type": "dfxtp_1",
        "ys_ff": 16,
        "ys_types": 18,
        "top_cells_by_area": "dfxtp_1, ha_1, nor2_1",
        "netlist_top_cells_count": "dfxtp_1, nor2_1, inv_1",
    },
    "setup_path": {
        "end_kind": "output pin",
        "start_kind": "register",
        "critPathArrivalTime_ps": 1910,
        "critPathMaxStageDelay_ps": 280,
        "slowest_stage": "dfxtp_1",
        "cp_max_fo": 1,
        "path_cells": "or2_4 > buf_2",
        "cp.required_ps": 1600,
        "critical_path_class": "register to output pin",
    },
    "final_timing": {
        "skew_ps": 12.3,
        "slew_headroom_pct": 74.7,
        "unclocked_regs": 2,
        "rsz0062_at_grt": "yes",
        "untimed_endpoints": 2,
        "setup_ws_ps": -306,
        "setup_viol": 1,
        "drv_slew": 0,
        "tightest_slew_ps": 376,
        "hold_viol": 0,
    },
    "route": {
        "drtAntennaViolNets": 0,
        "drt-initial-drc-count": 12,
        "vias": 467,
        "drc_errors": 0,
        "wl_per_cell_um": 7.72,
        "diodes": 0,
        "postRouteWirelength_mm": 1.03,
        "viasPerCell": 3.51,
        "drt_first_pass_iters": 2,
    },
    "die": {
        "rows": 23,
        "ios": 3,
        "dieHeight_um": 86,
        "die_w_um": 86,
        "coreArea_mm2": 0.00412,
        "die_area_mm2": 0.00740,
        "fp_util_pct": 15.6,
    },
    "job": {
        "warnings": 36,
        "drv_cap": 0,
    },
    "hold_path": {
        "hold_path.class": "register to register",
    },
    "clocking": {
        "ctsLongestPathBuffers": 2,
        "htreeDepth": 1,
        "cts_made_buffers": 3,
        "holdBufCountCts": 0,
        "cts_tree": "done",
        "cts_setup_buffers": 0,
        "cts-root-buf": "clkbuf_8",
        "clock_latency_ps": 320,
        "cts.clk_slew.worst_paths_ps": 60,
    },
    "global_route": {
        "track_usage_pct": 2.76,
        "grt_pass1_wl_mm": 1.73,
        "grt_max_degree": 9,
        "global_route.overflow_total": 0,
        "grt_pass1_vias": 406,
        "antenna_found_initial": 0,
    },
    "final_layout": {
        "final_design_area_no_fill_um2": 833,
        "area_delta_synth_final_pct": 30.1,
        "layout-drive-gt1-share_pct": 13.3,
        "fin_cells": 133,
        "post-route-util_pct": 20.2,
    },
    "power_and_ir_drop": {
        "ir_worst_vdd_uv": 354,
        "p_per_area_mw_per_mm2": 927,
        "p_leak_nw": 0.368,
        "finalPower_mw": 0.772,
    },
}
## worst max-delay path: cells and delay by family, from the launching register on
family                 cells  cell delay [ps]
and+or+nand+nor            1              210
buffers and inverters      1              110
DFF                        1              280
## cell type report
type / count / area (µm²)
clock inverter: 8 / 56.3
fill: 437 / 3280
inverter: 6 / 22.5
sequential: 16 / 310
multi-input combinational: 47 / 315
timing repair buffer: 3 / 25.0
tap: 50 / 62.6
clock buffer: 3 / 41.3
## routing by layer
| layer | up-vias | GRT usage, % | wire, µm |
|---|---|---|---|
| li1 | 250 | - | - |
| met1 | 212 | 3.97 | 542 |
| met2 | 5 | 3.31 | 398 |
| met3 | 0 | 1.91 | 87 |
| met4 | 0 | 0.299 | 0 |
| met5 | - | 0 | 0 |
## per-stage QoR
stage                     hold slack [ps]  setup TNS (ps)
after floorplan                       430               0
after global placement                440           -2260
after detailed placement              456           -2480
after CTS                             471            -317
after global routing                  490            -364
final                                 466            -306
## power breakdown
part / switching (mW) / internal [mW] / leakage (nW) / total (mW)
Combinational: 0.0255 / 0.0241 / 0.166 / 0.0496
Clock: 0.134 / 0.285 / 0.0730 / 0.419
Sequential: 0.0102 / 0.294 / 0.129 / 0.304
## worst paths after layout
kind              slack [ps]  cells past startpoint                      end                    start
setup / recovery        -310                      2                  clk_out      clk2_out$_SDFF_NP0_
hold reg to reg          470                      1  pos_count[0]$_SDFF_PP0_  pos_count[0]$_SDFF_PP0_
setup reg to reg         910                      3  neg_count[2]$_SDFF_NP0_  neg_count[4]$_SDFF_NP0_
hold / removal           470                      1  pos_count[0]$_SDFF_PP0_  pos_count[0]$_SDFF_PP0_
## cell usage in the layout (no fill, tap or decap), drive strengths merged, types with 3 or more instances in the layout
master	count
nand2	4
dfxtp	14
inv	13
nand3	4
xor2	4
clkbuf	3
ha	4
nor2	12
## timing repair
action / in CTS / in global routing
pin swaps: 2 / 0
endpoints found under the hold margin: 0 / 0
gates resized: 4 / 2
setup endpoints to repair: 2 / 5
## registers in the layout, indices dropped and copies added (netlist names)
register,count
clk1_out,1
clk2_out,1
neg_count,6
next_clk1_out,1
next_clk2_out,1
pos_count,6
## cell families (layout without fill, tap and decap cells)
family | after synthesis | after routing | synth area share [%]
adder cells (fa/ha/maj) | 4 | 4 | 7.81
XOR/XNOR | 6 | 6 | 8.20
flip-flops | 14 | 14 | 43.8
buffers and inverters | 7 | 20 | 4.10
latches | 2 | 2 | 4.69
AND/OR/NAND/NOR | 31 | 31 | 22.8
multiplexers | 2 | 2 | 3.52
AND-OR/OR-AND | 4 | 4 | 5.08
Power is estimated from default activity; no workload was simulated.
